--- flow/config.mk ---
export PLATFORM = sky130hd
export DESIGN_NAME = i2c_spi_no_fifo_top
export DESIGN_NICKNAME = i2c_spi_no_fifo_top
export VERILOG_FILES = /design/flow/design.v
export SDC_FILE = /design/flow/constraint.sdc
export NUM_CORES = 4
export LEC_CHECK = 1
export CORE_UTILIZATION = 50
--- flow/constraint.sdc ---
current_design i2c_spi_no_fifo_top

set clk_period 63.3
set clk_io_pct 0.2

create_clock -name clk0 -period $clk_period [get_ports {clk}]
create_clock -name clk1 -period $clk_period [get_ports {scl}]
create_clock -name clk2 -period $clk_period [get_ports {sclk}]
create_clock -name clk3 -period $clk_period [get_ports {sda}]

set non_clock_inputs [all_inputs -no_clocks]
set_input_delay [expr $clk_period * $clk_io_pct] -clock clk0 $non_clock_inputs
set_output_delay [expr $clk_period * $clk_io_pct] -clock clk0 [all_outputs]
--- flow/design.v ---
module bidir
  (
   inout wire pad,
   input wire to_pad,
   input wire oe
   );
   assign pad = (oe) ? to_pad : 1'bz;
endmodule
module i2c_slave 
# ( parameter SLAVE_ID = 7'h24 )
( input  logic       rst_n,        
  input  logic       scl,          
  input  logic       sda_in,       
  output logic       sda_out,      
  output logic       i2c_active,   
  input  logic [7:0] rdata,        
  output logic [7:0] addr,         
  output logic [7:0] wdata,        
  output logic       wr_en_wdata,  
  output logic       rd_en_trig    
);
   localparam P_ACK  = 1'b0;      
   localparam P_NACK = 1'b1;      
   logic       start;
   logic       stop;
   logic       rd_en;
   logic       wr_en;
   logic [3:0] bit_counter;
   logic       check_id;
   logic       rst_start_stop_n;
   logic       rst_stop_n;           
   logic       bit_count_eq_9;
   logic       valid_id;
   logic       rst_start_n;                 
   logic       start_detect;
   logic       start_detect_hold;
   logic [7:0] shift_reg;
   logic       wdata_ready;
   logic       next_data_is_addr;
   logic       multi_cycle;
   always_ff @(negedge sda_in, negedge rst_n)
     if (!rst_n) start_detect <= 1'b0;
       else      start_detect <= scl;
   always_ff @(posedge scl, negedge rst_n)
     if (!rst_n) start_detect_hold <= 1'b0;
     else        start_detect_hold <= start_detect;
   assign start = start_detect && (!start_detect_hold);
   assign rst_start_n = rst_n & scl;
   always_ff @(posedge sda_in, negedge rst_start_n)
      if (!rst_start_n) stop <= 1'b0;
      else              stop <= 1'b1;
   assign rst_stop_n       = (rst_n & (~stop));
   assign rst_start_stop_n = (rst_n & (~start) & (~stop));
   always_ff @(posedge stop, negedge rst_n or posedge start)
      if (!rst_n)     i2c_active <= 1'b0;
      else if (start) i2c_active <= 1'b1;
      else            i2c_active <= 1'b0;
   assign bit_count_eq_9 = (bit_counter == 4'd9);
   always_ff @(posedge scl, negedge rst_start_stop_n)
      if (!rst_start_stop_n)                        bit_counter <= 4'd2;  
      else if ((!check_id) && (!wr_en) && (!rd_en)) bit_counter <= 4'd0;
      else if (bit_count_eq_9)                      bit_counter <= 4'd1;
      else                                          bit_counter <= bit_counter + 4'd1;
   always_ff @(posedge scl, negedge rst_stop_n, posedge start) 
      if (!rst_stop_n)         check_id <= 1'b0;
      else if (start)          check_id <= 1'b1;
      else if (bit_count_eq_9) check_id <= 1'b0;
   always_ff @(posedge scl or negedge rst_start_stop_n)
      if (!rst_start_stop_n) begin
         wr_en  <= 1'b0;
         rd_en  <= 1'b0;
      end
      else if (bit_count_eq_9 && valid_id && check_id) begin
         wr_en <= ~shift_reg[0];
         rd_en <=  shift_reg[0];
      end
      else if (bit_count_eq_9 && (sda_in == P_NACK)) begin
         wr_en  <= 1'b0;
         rd_en  <= 1'b0;
      end
   always_ff @(posedge scl, negedge rst_start_stop_n)
     if (!rst_start_stop_n)                                                      valid_id <= 1'b0;
     else if (check_id && (bit_counter == 4'd8) && (shift_reg[6:0] == SLAVE_ID)) valid_id <= 1'b1;
     else                                                                        valid_id <= 1'b0;
   always_ff @(posedge scl, negedge rst_n)
      if (!rst_n)                                                       shift_reg <= 8'b0000_0000;
      else if ((shift_reg[0] && valid_id) || (rd_en && bit_count_eq_9)) shift_reg <= rdata;
      else                                                              shift_reg <= {shift_reg[6:0], sda_in};
   always_ff @(negedge scl, negedge rst_n)
     if (!rst_n)                                       sda_out <= P_NACK;
     else if ( (bit_count_eq_9  && wr_en) || valid_id) sda_out <= P_ACK;
     else if ((!bit_count_eq_9) && rd_en)              sda_out <= shift_reg[7];
     else                                              sda_out <= P_NACK;
  assign wdata_ready = wr_en && bit_count_eq_9;
   always_ff @(posedge scl, negedge rst_n)
      if (!rst_n)           next_data_is_addr <= 1'b1;
      else if (start)       next_data_is_addr <= 1'b1;  
      else if (wdata_ready) next_data_is_addr <= 1'b0;
   always_ff @(posedge scl, negedge rst_n)
      if (!rst_n)                                                          multi_cycle <= 1'b0;
      else if (start)                                                      multi_cycle <= 1'b0;
      else if (rd_en || (wr_en && bit_count_eq_9 && (!next_data_is_addr))) multi_cycle <= 1'b1;
   always_ff @(posedge scl, negedge rst_n)
      if (!rst_n) wr_en_wdata <= 1'b0;
      else        wr_en_wdata <= wr_en && (~next_data_is_addr) && (bit_count_eq_9 || (multi_cycle && (bit_counter < 5)));
   always_ff @(posedge scl, negedge rst_n)
      if (!rst_n)                                             addr <= 8'd0;
      else if (wdata_ready && next_data_is_addr)              addr <= shift_reg[7:0];
      else if (wr_en && (bit_counter == 4'd8) && multi_cycle) addr <= addr + 'd1;
      else if (rd_en && (bit_counter == 4'd3) && multi_cycle) addr <= addr + 'd1;
   always_ff @(posedge scl, negedge rst_n)
      if (!rst_n) rd_en_trig <= 1'b0;
      else        rd_en_trig <= ((!wr_en) && (bit_counter == 4'd3));  
   always_ff @(posedge scl, negedge rst_n)
      if (!rst_n)                                   wdata <= 8'd0;
      else if (wdata_ready && (!next_data_is_addr)) wdata <= shift_reg[7:0];
endmodule
module i2c_spi_no_fifo_top
( input  logic clk,       
  input  logic button_0,  
  input  logic scl,
  inout  wire  sda,
  input  logic sclk,   
  input  logic ss_n,   
  inout  wire  sdata   
  );
  parameter MAX_ADDRESS = 7'd127;
  logic       sda_out;
  logic       sda_in;
  logic       rst_n;
  logic       rst_n_sync;
  logic       rst_n_sclk;
  logic       wr_en_wdata;
  logic       wr_en_wdata_sync;
  logic       rd_en_trig;
  logic       rd_en_trig_sync;
  logic [7:0] i2c_addr;
  logic [7:0] i2c_rdata;
  logic [7:0] i2c_wdata;
  logic       wr_en_wdata_sync_hold;
  logic       wr_en_wdata_redge;
  logic       wr_en_wdata_redge_hold;
  logic       rd_en_trig_sync_hold;
  logic       rd_en_trig_redge;
  logic       rd_en_trig_redge_hold;
  logic       spi_wr_en;
  logic       spi_rd_en;
  logic       spi_wr_en_sync;
  logic       spi_rd_en_sync;
  logic       spi_wr_en_sync_hold;
  logic       spi_rd_en_sync_hold;
  logic       spi_wr_en_redge;
  logic       spi_rd_en_redge;
  logic       spi_cycle;
  logic       ss_n_sync;
  logic [6:0] addr;
  logic [7:0] wdata;
  logic [7:0] rdata;
  logic [6:0] spi_addr;
  logic       sdata_out;
  logic       sdata_oe;
  logic [7:0] spi_wdata;
  logic [7:0] spi_rdata;
  logic [7:0] registers[127:0];  
  assign sda_in = sda;  
  assign rst_n = ~button_0;  
  synchronizer u_synchronous_rst_n
  ( .clk,                   
    .rst_n,                 
    .data_in  (1'b1),       
    .data_out (rst_n_sync)  
  );
  bidir u_sda
  ( .pad    ( sda ),      
    .to_pad ( sda_out ),  
    .oe     ( ~sda_out)   
  );
  i2c_slave 
  # ( .SLAVE_ID(7'h24) )
  u_i2c_slave
  ( .rst_n      (rst_n_sync),  
    .scl,                      
    .sda_in,                   
    .sda_out,                  
    .i2c_active (),            
    .rdata      (i2c_rdata),   
    .addr       (i2c_addr),    
    .wdata      (i2c_wdata),   
    .wr_en_wdata,              
    .rd_en_trig                
  );
  synchronizer u_wr_en_sync
  ( .clk,                         
    .rst_n    (rst_n_sync),       
    .data_in  (wr_en_wdata),      
    .data_out (wr_en_wdata_sync)  
  );
  always_ff @ (posedge clk, negedge rst_n_sync)
    if (!rst_n_sync) wr_en_wdata_sync_hold <= 1'b0;
    else             wr_en_wdata_sync_hold <= wr_en_wdata_sync;
  assign wr_en_wdata_redge = wr_en_wdata_sync && (!wr_en_wdata_sync_hold);
  always_ff @ (posedge clk, negedge rst_n_sync)
      if (!rst_n_sync) wr_en_wdata_redge_hold <= 1'b0;
      else             wr_en_wdata_redge_hold <= wr_en_wdata_redge;
  synchronizer u_rd_en_trig_sync
    ( .clk,                        
      .rst_n    (rst_n_sync),      
      .data_in  (rd_en_trig),      
      .data_out (rd_en_trig_sync)  
    );
  always_ff @ (posedge clk, negedge rst_n_sync)
    if (!rst_n_sync) rd_en_trig_sync_hold <= 1'b0;
    else             rd_en_trig_sync_hold <= rd_en_trig_sync;
  assign rd_en_trig_redge = rd_en_trig_sync && (!rd_en_trig_sync_hold);
  always_ff @ (posedge clk, negedge rst_n_sync)
      if (!rst_n_sync) rd_en_trig_redge_hold <= 1'b0;
      else             rd_en_trig_redge_hold <= rd_en_trig_redge;
  integer j;
  always_ff @(posedge clk, negedge rst_n_sync)
    if (!rst_n_sync)                                            for (j=0; j<=MAX_ADDRESS; j=j+1) registers[j]    <= 8'h00;
    else if (spi_wr_en_redge || ((!spi_cycle) && (wr_en_wdata_redge || wr_en_wdata_redge_hold))) registers[addr] <= wdata;
  assign spi_cycle = spi_rd_en_redge || spi_wr_en_redge;
  assign addr      = (spi_cycle)       ? spi_addr  : i2c_addr;
  assign wdata     = (spi_wr_en_redge) ? spi_wdata : i2c_wdata;
  assign rdata     = registers[addr];
  always_ff @(posedge clk, negedge rst_n_sync)
    if (!rst_n_sync)                                                      i2c_rdata <= 'd0;
    else if ((!spi_cycle) && (rd_en_trig_redge || rd_en_trig_redge_hold)) i2c_rdata <= rdata;
  always_ff @(posedge clk, negedge rst_n_sync)
    if (!rst_n_sync)          spi_rdata <= 'd0;
    else if (spi_rd_en_redge) spi_rdata <= rdata;
  spi_3wire_slave u_spi_3wire_slave
  ( .rst_n (rst_n_sync),  
    .sclk,                
    .ss_n,                
    .sdata,               
    .rdata (spi_rdata),   
    .wdata (spi_wdata),   
    .addr  (spi_addr),    
    .rd_en (spi_rd_en),   
    .wr_en (spi_wr_en)    
    );
  synchronizer u_ss_n_sync
  ( .clk,                    
    .rst_n    (rst_n_sync),  
    .data_in  (ss_n),        
    .data_out (ss_n_sync)    
  );
  synchronizer u_spi_rd_en_sync
  ( .clk,                       
    .rst_n    (rst_n_sync),     
    .data_in  (spi_rd_en),      
    .data_out (spi_rd_en_sync)  
  );
  always_ff @(posedge clk, negedge rst_n_sync)
    if (!rst_n_sync) spi_rd_en_sync_hold <= 1'b0;
    else             spi_rd_en_sync_hold <= spi_rd_en_sync;
  assign spi_rd_en_redge = spi_rd_en_sync && (!spi_rd_en_sync_hold);
  synchronizer u_spi_wr_en_sync
  ( .clk,                       
    .rst_n    (rst_n_sync),     
    .data_in  (spi_wr_en),      
    .data_out (spi_wr_en_sync)  
  );
  always_ff @(posedge clk, negedge rst_n_sync)
    if (!rst_n_sync) spi_wr_en_sync_hold <= 1'b0;
    else             spi_wr_en_sync_hold <= spi_wr_en_sync;
  assign spi_wr_en_redge = spi_wr_en_sync && (!spi_wr_en_sync_hold);
endmodule
module spi_3wire_slave
  ( input  logic       rst_n,  
    input  logic       sclk,   
    input  logic       ss_n,   
    inout  logic       sdata,  
    input  logic [7:0] rdata,
    output logic [7:0] wdata,
    output logic [6:0] addr,
    output logic       rd_en,
    output logic       wr_en
    );
  logic       rst_n_sync;
  logic       rst_n_spi;
  logic [4:0] bit_count;
  logic       rnw;
  logic       sdata_out;
  logic       sdata_oe;
  logic [7:0] hold_read_data;
  logic [6:0] shift_wdata;
  logic       multicycle;
  logic [7:0] registers[127:0];  
  assign rst_n_sync = rst_n;  
  bidir bidir_sdata
  (
   .pad    (sdata),      
   .to_pad (sdata_out),  
   .oe     (sdata_oe)    
   );
  assign rst_n_spi = rst_n && !ss_n;  
  always_ff @(posedge sclk, negedge rst_n_spi)
    if (~rst_n_spi)                         bit_count <= 'd0;
    else if ((!rnw) && (bit_count == 'd15)) bit_count <= 'd8;  
    else if (  rnw  && (bit_count == 'd18)) bit_count <= 'd11;  
    else                                    bit_count <= bit_count + 1;
  always_ff @(posedge sclk, negedge rst_n_spi)
    if (~rst_n_spi)             multicycle <= 1'b0;
    else if (bit_count == 'd15) multicycle <= 1'b1;
  always_ff @(posedge sclk, negedge rst_n_spi)
     if (~rst_n_spi)              rnw <= 1'd0;
     else if ((bit_count == 'd0)) rnw <= sdata;
   always_ff @(posedge sclk, negedge rst_n)
     if (~rst_n)                                        addr <= 7'd0;
     else if ((bit_count >= 'd1) && (bit_count <= 'd7)) addr <= {addr[5:0],sdata};
     else if ((bit_count == 'd15) &&   rnw)             addr <= addr + 1'd1;  
     else if ((bit_count == 'd15) && multicycle)        addr <= addr + 1'd1;  
   always_ff @(posedge sclk, negedge rst_n_spi)
     if (~rst_n_spi)                      shift_wdata <= 7'd0;
     else if (!rnw && (bit_count >= 'd8)) shift_wdata <= {shift_wdata[5:0],sdata};
   always_ff @(posedge sclk, negedge rst_n)
     if (~rst_n)                           wdata <= 8'd0;
     else if (!rnw && (bit_count == 'd15)) wdata <= {shift_wdata[6:0],sdata};
   always_ff @(posedge sclk, negedge rst_n)
     if (~rst_n)                             wr_en <= 1'b0;
     else if ((bit_count == 'd15) && (!rnw)) wr_en <= 1'b1;
     else if ((bit_count == 'd11) && wr_en)  wr_en <= 1'b0;
   always_ff @(posedge sclk, negedge rst_n_spi)
     if (~rst_n_spi)                                              rd_en <= 1'b0;
     else if (((bit_count == 'd9) || (bit_count == 'd17)) && rnw) rd_en <= 1'b1;
     else                                                         rd_en <= 1'b0;
   always_ff @(posedge sclk, negedge rst_n_spi)
     if (~rst_n_spi) hold_read_data <= 8'd0;
     else if (rd_en) hold_read_data <= rdata;
   assign sdata_oe = (bit_count >= 'd9) && rnw;
   always_ff @(posedge sclk, negedge rst_n_spi)
     if (~rst_n_spi)                sdata_out <= 1'd0;
     else if (rnw) case(bit_count)
                              'd11: sdata_out <= hold_read_data[7];
                              'd12: sdata_out <= hold_read_data[6];
                              'd13: sdata_out <= hold_read_data[5];
                              'd14: sdata_out <= hold_read_data[4];
                              'd15: sdata_out <= hold_read_data[3];
                              'd16: sdata_out <= hold_read_data[2];
                              'd17: sdata_out <= hold_read_data[1];
                              'd18: sdata_out <= hold_read_data[0];
                         endcase
     else                           sdata_out <= 1'b0;
endmodule
module synchronizer (
    input  logic clk,
    input  logic rst_n,
    input  logic data_in,
    output logic data_out
    );
    logic ff_1;
  always_ff @(posedge clk, negedge rst_n)
    if (~rst_n) ff_1 <= 1'b0;
    else        ff_1 <= data_in;
  always_ff @(posedge clk, negedge rst_n)
    if (~rst_n) data_out <= 1'b0;
    else        data_out <= ff_1;
endmodule
--- flow/run.sh ---
#!/bin/bash
# OpenROAD 26Q1-2900-gdf79404cd8, Yosys 0.63+post, stock flow scripts
make -C /OpenROAD-flow-scripts/flow DESIGN_CONFIG=/design/flow/config.mk WORK_HOME=/design/flow/orfs finish
==> flow_summary_export.csv <==
group,metric,value,unit
status,run_status,"aborted with a tool error",
status,stop_stage,"clock tree synthesis",
status,toolErrorMsg,"[error] [KeplerFormal.cpp:679] Workflow failed: Iso has multiple drivers: .sdata0, sdata$_DFFE_PN0P_.Q0",
clock_network,cts_setup_buffers,0,
logic_synthesis,synth-warning-count,8,
placed_design,finalWeightedCongestion,1.124,
logic_synthesis,ys_top_cells_by_area,"sky130_fd_sc_hd__dfrtp_1 54%, sky130_fd_sc_hd__mux2_2 24%, sky130_fd_sc_hd__a22oi_1 2.5%, sky130_fd_sc_hd__a32oi_1 2.0%, sky130_fd_sc_hd__a22o_1 1.4%",
logic_synthesis,post-synth-top-area-cell,"sky130_fd_sc_hd__dfrtp_1",
logic_synthesis,yosysSeqAreaShare,54.32,%
placed_design,port_buffers,2,
logic_synthesis,post_synth_edffs,0,
logic_synthesis,cell_total_in_the_yosys_stat_output,3765,
logic_synthesis,ys.flops,1080,
logic_synthesis,mappedNetlistArea,0.04975,mm²
die,effective_utilization_at_floorplan,50.55,%
logic_synthesis,synth_cell_types,85,
logic_synthesis,synthesis.instances,3765,
clock_network,clock_sinks,1080,
die,die.size.y,317.4,µm
placed_design,post-place-ws,49.87,ns
placed_design,dp_hpwl,176.4,mm
die,rows,115,
clock_network,cts_hold_repair.buffers,1,
logic_synthesis,mapped_avg_cell_area,13.21,µm²
logic_synthesis,yosysTopAreaCellShare,54.32,%
logic_synthesis,ys_async_sr_fraction,100.0,%
logic_synthesis,ys.flop_type,"sky130_fd_sc_hd__dfrtp_1",
die,pin_count,7,
die,die.size.x,317.4,µm
clock_network,post_cts_resized,0,
placed_design,dpl_cell_area,0.05272,mm²
logic_synthesis,synth-area-yosys,0.04975,mm²
==> cell families after synthesis <==
| family | after synthesis | synth area share (%) |
|---|---|---|
| flip-flops | 1080 | 54.32 |
| multiplexers | 1060 | 23.96 |
| other | 2 | 0.01510 |
| AND-OR/OR-AND | 733 | 12.06 |
| buffers and inverters | 305 | 2.771 |
| XOR/XNOR | 7 | 0.1232 |
| AND/OR/NAND/NOR | 572 | 6.594 |
| adder cells (fa/ha/maj) | 6 | 0.1509 |
==> synth_stat cells (8+ instances only) <==
cell	n
sky130_fd_sc_hd__inv_1	9
sky130_fd_sc_hd__nor3_2	31
sky130_fd_sc_hd__nand4_1	60
sky130_fd_sc_hd__o211ai_1	9
sky130_fd_sc_hd__a22oi_1	163
sky130_fd_sc_hd__o22ai_1	13
sky130_fd_sc_hd__mux2i_1	11
sky130_fd_sc_hd__nand2_1	148
sky130_fd_sc_hd__o21ai_0	26
sky130_fd_sc_hd__buf_4	18
sky130_fd_sc_hd__nand3_1	69
sky130_fd_sc_hd__a221o_1	11
sky130_fd_sc_hd__nand2b_1	12
sky130_fd_sc_hd__a211oi_1	47
sky130_fd_sc_hd__and4_1	17
sky130_fd_sc_hd__nor2b_1	11
sky130_fd_sc_hd__a211oi_2	32
sky130_fd_sc_hd__a22o_1	77
sky130_fd_sc_hd__mux2_2	1048
sky130_fd_sc_hd__nor3_1	17
sky130_fd_sc_hd__a221oi_1	39
sky130_fd_sc_hd__clkbuf_1	179
sky130_fd_sc_hd__a2111oi_0	9
sky130_fd_sc_hd__a32oi_1	116
sky130_fd_sc_hd__o2111ai_1	14
sky130_fd_sc_hd__buf_6	10
sky130_fd_sc_hd__or4_1	8
sky130_fd_sc_hd__buf_1	16
sky130_fd_sc_hd__a32o_1	36
sky130_fd_sc_hd__dfrtp_1	1080
sky130_fd_sc_hd__a222oi_1	17
sky130_fd_sc_hd__a21oi_1	54
sky130_fd_sc_hd__buf_2	73
sky130_fd_sc_hd__and3_1	14
sky130_fd_sc_hd__nor2_1	88
sky130_fd_sc_hd__nor4_1	31
sky130_fd_sc_hd__o31ai_1	9
==> stage by stage <==
step	cells	hold WS (ns)
floorplan	3765	0.3312
global placement	5068	0.3414
detailed placement	5068	0.3405
